===== ./run.sh =====
#!/bin/bash
# OpenROAD 26Q1-2900-gdf79404cd8, Yosys 0.63+post, stock flow scripts
make -C /OpenROAD-flow-scripts/flow DESIGN_CONFIG=/design/flow/config.mk WORK_HOME=/design/flow/orfs finish

===== ./config.mk =====
export PLATFORM = sky130hd
export DESIGN_NAME = bit_serial_adder
export DESIGN_NICKNAME = bit_serial_adder
export VERILOG_FILES = /design/flow/design.v
export SDC_FILE = /design/flow/constraint.sdc
export NUM_CORES = 4
export LEC_CHECK = 1
export CORE_AREA = 10 10 87 87
export DIE_AREA = 0 0 97 97

===== ./constraint.sdc =====
current_design bit_serial_adder

set clk_period 2.6
set clk_io_pct 0.2

create_clock -name clk0 -period $clk_period [get_ports {clk}]

set non_clock_inputs [all_inputs -no_clocks]
set_input_delay [expr $clk_period * $clk_io_pct] -clock clk0 $non_clock_inputs
set_output_delay [expr $clk_period * $clk_io_pct] -clock clk0 [all_outputs]

===== ./design.v =====
`timescale 1ns / 1ps
module bit_serial_adder (
    input  logic        clk,
    input  logic        rst_n,
    input  logic        load,
    input  logic        start,
    input  logic [3:0]  A,
    input  logic [3:0]  B,
    output logic  [3:0]  sum,
    output logic         done
);
  logic [3:0] A_logic, B_logic;
  logic [3:0] sum_logic;
  logic       carry;
  logic [2:0] bit_count;
  logic sum_bit;
  logic carry_out;
  localparam IDLE   = 2'b00,
             ADDING = 2'b01,
             DONE   = 2'b10;
  logic [1:0] state;
  always @(posedge clk or negedge rst_n) begin
    if (!rst_n) begin
      A_logic     <= 4'd0;
      B_logic     <= 4'd0;
      sum_logic   <= 4'd0;
      sum       <= 4'd0;
      carry     <= 1'b0;
      bit_count <= 3'd0;
      done      <= 1'b0;
      state     <= IDLE;
    end 
    else begin
      case (state)
        IDLE: begin
          done <= 1'b0;
          if (load) begin
            A_logic     <= A;
            B_logic     <= B;
            sum_logic   <= 4'd0;
            carry     <= 1'b0;
            bit_count <= 3'd0;
          end
          if (start) begin
            state <= ADDING;
          end
        end
        ADDING: begin
          sum_bit   = A_logic[0] ^ B_logic[0] ^ carry;
          carry_out = (A_logic[0] & B_logic[0]) | (carry & (A_logic[0] ^ B_logic[0]));
          sum_logic        <= {sum_bit, sum_logic[3:1]};
          A_logic          <= A_logic >> 1;
          B_logic          <= B_logic >> 1;
          carry          <= carry_out;
          bit_count      <= bit_count + 1'b1;
          if (bit_count == 3'd3) begin
            state <= DONE;
          end
        end
        DONE: begin
          sum  <= sum_logic;
          done <= 1'b1;
          state <= IDLE;
        end
      endcase
    end
  end
endmodule

==> metrics.txt <==
# HELP chip_impl_metric Synthesis and place-and-route metrics
# TYPE chip_impl_metric gauge
chip_impl_metric{name="finalMaxSlewViolations",unit=""} 0
chip_impl_metric{name="detail-route-antenna-nets",unit=""} 0
chip_impl_metric{name="chipArea",unit="um^2"} 9410
chip_impl_metric{name="num_rows",unit=""} 27
chip_impl_info{name="hp-class",value="register to register"} 1
chip_impl_metric{name="irDropWorstVdd",unit="mV"} 0.300
chip_impl_info{name="top_cells_by_area",value="sky130_fd_sc_hd__dfrtp_1, sky130_fd_sc_hd__a221oi_2, sky130_fd_sc_hd__a22o_1"} 1
chip_impl_metric{name="critical_path_arrival",unit="ns"} 1.81
chip_impl_metric{name="synthesis.area",unit="um^2"} 1070
chip_impl_metric{name="power.internal",unit="mW"} 0.938
chip_impl_metric{name="cellPowerDensity",unit="nW/um^2"} 1010
chip_impl_metric{name="critical_path.max_stage_delay",unit="ns"} 0.47
chip_impl_metric{name="final_worst_clock_skew",unit="ns"} 0.00392
chip_impl_metric{name="largest_net_degree_at_the_start_of_global_routing",unit=""} 25
chip_impl_metric{name="synth-warning-count",unit=""} 1
chip_impl_metric{name="synthDominantCellAreaShare",unit="%"} 54.0
chip_impl_metric{name="clk-insertion-delay-late",unit="ns"} 0.26
chip_impl_metric{name="ff2ff_path_depth",unit=""} 2
chip_impl_metric{name="min_period",unit="ns"} 1.64
chip_impl_info{name="critPathCaptureType",value="register"} 1
chip_impl_info{name="worst_setup_sp_type",value="primary input"} 1
chip_impl_metric{name="core-area",unit="um^2"} 5640
chip_impl_metric{name="vias",unit=""} 728
chip_impl_metric{name="synth_cells",unit=""} 86
chip_impl_metric{name="ctsLongestPathBuffers",unit=""} 2
chip_impl_metric{name="synth-cells-yosys",unit=""} 86
chip_impl_metric{name="hold-path-cell-count",unit=""} 1
chip_impl_metric{name="power.share.switching",unit="%"} 31.2
chip_impl_metric{name="area_growth",unit="%"} 26.6
chip_impl_metric{name="syn_avg_cell_area",unit="um^2"} 12.4
chip_impl_metric{name="count_of_warning_messages_emitted_by_the_tools",unit=""} 25
chip_impl_metric{name="die.size.x",unit="um"} 97
chip_impl_metric{name="io_buffer_count",unit=""} 16
chip_impl_metric{name="grt.total_usage",unit="%"} 4.66
chip_impl_metric{name="p_leak",unit="nW"} 0.564
chip_impl_metric{name="die.size.y",unit="um"} 97
chip_impl_metric{name="grt_antenna_before_repair",unit=""} 0
chip_impl_metric{name="yosysChipArea",unit="um^2"} 1070
chip_impl_metric{name="power.net_switching",unit="mW"} 0.426
chip_impl_metric{name="routed_wire_length_per_instance",unit="um"} 12.6
chip_impl_metric{name="post_cts_resized",unit=""} 0
chip_impl_metric{name="hold_violations",unit=""} 0
chip_impl_metric{name="clkPwrFrac",unit="%"} 16.2
chip_impl_metric{name="fin_crit_sh",unit="%"} 63.0
chip_impl_metric{name="worst-slew-pin-transition",unit="ns"} 0.651
chip_impl_info{name="clock_tree_from_tritoncts",value="built"} 1
chip_impl_metric{name="timing.reg2reg.setup_slack",unit="ns"} 1.01
chip_impl_metric{name="h-tree-depth",unit=""} 1
chip_impl_metric{name="drtPass1Iterations",unit=""} 4
chip_impl_metric{name="initialDrtViolationCount",unit=""} 31
chip_impl_metric{name="postCtsSetupRepairBufs",unit=""} 0
chip_impl_info{name="min_from",value="done"} 1
chip_impl_metric{name="maxCapViolations",unit=""} 0
chip_impl_metric{name="cp_data_required_time",unit="ns"} 2.77
chip_impl_metric{name="grt_first_pass_wirelength",unit="um"} 3800
chip_impl_metric{name="cts.hold.buffers_added",unit=""} 0
chip_impl_info{name="worst_r2r_endpoint",value="sum_logic[1]"} 1
chip_impl_metric{name="route.detailed.vias_per_inst",unit=""} 4.14
chip_impl_metric{name="setup_viol_count_final",unit=""} 0
chip_impl_metric{name="power",unit="mW"} 1.36
chip_impl_metric{name="critical_path_buf_inv_count",unit=""} 1
chip_impl_metric{name="critical_path_peak_fanout",unit=""} 10
chip_impl_info{name="grt_setup_unrepaired",value="no"} 1
chip_impl_metric{name="floorplan.core_util",unit="%"} 18.9
chip_impl_metric{name="grt_pass1_vias",unit=""} 758
chip_impl_metric{name="synth_sequential_area_ratio",unit="%"} 56.5
chip_impl_info{name="setup.worst_path.class",value="primary input to register"} 1
chip_impl_info{name="yosys.area.top_type",value="sky130_fd_sc_hd__dfrtp_1"} 1
chip_impl_metric{name="top_level_ports",unit=""} 17
chip_impl_metric{name="clkTransAtPathRegs",unit="ns"} 0.08
chip_impl_metric{name="synth.ff_latch_count",unit=""} 24
chip_impl_metric{name="totalNegativeSetupSlack",unit="ns"} 0
chip_impl_metric{name="clock.fmax",unit="GHz"} 0.610
chip_impl_info{name="timing.rr.start",value="state[0]"} 1
chip_impl_metric{name="n_antenna_cell",unit=""} 0
chip_impl_info{name="critical-path-slowest-cell",value="sky130_fd_sc_hd__clkdlybuf4s50_1"} 1
chip_impl_metric{name="slew_headroom",unit="%"} 55.4
chip_impl_metric{name="clock_sink_count",unit=""} 24
chip_impl_info{name="status",value="complete, no violations"} 1
chip_impl_metric{name="power.share.combinational",unit="%"} 35.6
chip_impl_info{name="critical_path.cell_chain",value="clkdlybuf4s50_1 -> nand2b_1 -> and2_1 -> a221oi_2"} 1
chip_impl_metric{name="drc",unit=""} 0
chip_impl_metric{name="post_synth_num_cell_types",unit=""} 23
chip_impl_info{name="timing.critical_path.max_delay_family",value="simple AND/OR/NAND/NOR gates"} 1
chip_impl_metric{name="cts_bufs_inserted",unit=""} 3
chip_impl_info{name="whs_endpoint",value="done"} 1
chip_impl_metric{name="seq_power_share",unit="%"} 48.3
chip_impl_metric{name="detail_route.wirelength",unit="um"} 2220
chip_impl_metric{name="globalRouteOverflowTotal",unit=""} 0
chip_impl_metric{name="dp_hpwl",unit="um"} 1620
chip_impl_metric{name="finalWeightedCongestion",unit=""} 0.800
chip_impl_info{name="clock_tree.root_cell",value="sky130_fd_sc_hd__clkbuf_8"} 1
chip_impl_metric{name="final_layout_size_suffix_gt1_share",unit="%"} 15.4
## logic make-up (layout without fill, tap and decap cells)
logic type,after synthesis,after routing,share of synthesized area (%)
AOI/OAI and AO/OA,27,27,21.7
DFF,24,24,56.5
and+or+nand+nor,15,15,7.16
buffers and inverters,12,30,5.28
muxes,5,5,5.16
adders and majority gates,3,3,4.23
## cells in the mapped netlist
cell type                  count
sky130_fd_sc_hd__dfrtp_1      23
sky130_fd_sc_hd__inv_1         8
sky130_fd_sc_hd__o22ai_1       7
sky130_fd_sc_hd__a22o_1        6
sky130_fd_sc_hd__a221oi_2      4
sky130_fd_sc_hd__mux2_2        4
sky130_fd_sc_hd__nand2_1       4
sky130_fd_sc_hd__nor2_1        4
sky130_fd_sc_hd__buf_2         3
sky130_fd_sc_hd__a21o_1        2
sky130_fd_sc_hd__a21oi_1       2
sky130_fd_sc_hd__and2_1        2
sky130_fd_sc_hd__and3_1        2
sky130_fd_sc_hd__ha_1          2
sky130_fd_sc_hd__nand3b_1      2
sky130_fd_sc_hd__o21ai_0       2
sky130_fd_sc_hd__o221a_2       2
sky130_fd_sc_hd__o22a_1        2
sky130_fd_sc_hd__buf_6         1
sky130_fd_sc_hd__dfstp_2       1
sky130_fd_sc_hd__fa_1          1
sky130_fd_sc_hd__mux2i_1       1
sky130_fd_sc_hd__nand2b_1      1
## power by group through the flow
stage	Clock [mW]	Sequential, mW	Combinational, mW
CTS	0.231	0.661	0.498
global route	0.252	0.684	0.547
finish	0.221	0.658	0.485
## worst reg2reg max path: cells and delay by family (launching register included)
kind / cells / cell delay, ns
AOI/OAI and AO/OA: 1 / 0.25
DFF: 1 / 0.68
muxes: 1 / 0.61
## cell usage in the layout (no fill, tap or decap)
master / synthesis / final
sky130_fd_sc_hd__dfrtp_1: 23 / 23
sky130_fd_sc_hd__clkdlybuf4s50_1: 0 / 16
sky130_fd_sc_hd__inv_1: 8 / 8
sky130_fd_sc_hd__o22ai_1: 7 / 7
sky130_fd_sc_hd__a22o_1: 6 / 6
sky130_fd_sc_hd__nand2_1: 4 / 4
sky130_fd_sc_hd__nor2_1: 4 / 4
sky130_fd_sc_hd__a221oi_2: 4 / 4
sky130_fd_sc_hd__mux2_2: 4 / 4
sky130_fd_sc_hd__clkbuf_8: 0 / 3
sky130_fd_sc_hd__and2_1: 2 / 2
sky130_fd_sc_hd__a21o_1: 2 / 2
sky130_fd_sc_hd__o22a_1: 2 / 2
sky130_fd_sc_hd__nand3b_1: 2 / 2
sky130_fd_sc_hd__o221a_2: 2 / 2
sky130_fd_sc_hd__and3_1: 2 / 2
sky130_fd_sc_hd__a21oi_1: 2 / 2
sky130_fd_sc_hd__o21ai_0: 2 / 2
sky130_fd_sc_hd__ha_1: 2 / 2
sky130_fd_sc_hd__buf_4: 0 / 2
sky130_fd_sc_hd__mux2i_1: 1 / 1
sky130_fd_sc_hd__nand2b_1: 1 / 1
sky130_fd_sc_hd__fa_1: 1 / 1
sky130_fd_sc_hd__clkbuf_1: 0 / 1
sky130_fd_sc_hd__dfstp_2: 1 / 1
## how the worst max path moves through the flow
stage	startpoint	to	slack, ns	cells past startpoint
after CTS	load	B_logic[1]	0.96	4
after global routing	load	B_logic[2]	0.83	4
final	load	A_logic[2]	0.96	4
## cell type report
cell class	count	area (um^2)
Clock buffer	4	45.0
Fill cell	589	4290
Inverter	8	30.0
Multi-Input combinational cell	50	408
Sequential cell	24	602
Tap cell	72	90.1
Timing Repair Buffer	18	175
## sequential cells by signal (all words and copies together), names as in the netlist
name,flops
sum,4
done,1
sum_logic,4
A_logic,4
state,3
bit_count,3
B_logic,4
carry,1
## routing by layer
layer	GRT usage (%)	up-vias	wire (um)
li1	-	349	-
met4	1.13	0	49
met1	6.41	358	1050
met5	0	-	0
met2	6.95	17	981
met3	1.43	4	137
## metrics by stage
stage / util (%) / cell area, um^2 / hold slack, ns / cells / setup WS (ns)
2_1_floorplan: - / 1070 / 0.224 / 86 / 1.32
5_1_grt: 23.9 / 1350 / 0.525 / 176 / 0.835
3_3_place_gp: 23.1 / 1310 / 0.463 / 172 / 0.723
6_report: 23.9 / 1350 / 0.479 / 176 / 0.961
4_1_cts: 23.9 / 1350 / 0.487 / 176 / 0.956
3_5_place_dp: 23.1 / 1310 / 0.468 / 172 / 0.684
Power figures rest on the tool's default switching activity, not on a simulated workload.
