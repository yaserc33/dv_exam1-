`/design/flow/run.sh`:
```
#!/bin/bash
# OpenROAD 26Q1-2900-gdf79404cd8, Yosys 0.63+post, stock flow scripts
make -C /OpenROAD-flow-scripts/flow DESIGN_CONFIG=/design/flow/config.mk WORK_HOME=/design/flow/orfs finish
```
`/design/flow/config.mk`:
```
export PLATFORM = sky130hd
export DESIGN_NAME = updown_counter
export DESIGN_NICKNAME = updown_counter
export VERILOG_FILES = /design/flow/design.v
export SDC_FILE = /design/flow/constraint.sdc
export NUM_CORES = 4
export LEC_CHECK = 1
export CORE_AREA = 10 10 70 70
export DIE_AREA = 0 0 80 80
```
`/design/flow/constraint.sdc`:
```
current_design updown_counter

set clk_period 3.7
set clk_io_pct 0.2

create_clock -name clk0 -period $clk_period [get_ports {clk}]

set non_clock_inputs [all_inputs -no_clocks]
set_input_delay [expr $clk_period * $clk_io_pct] -clock clk0 $non_clock_inputs
set_output_delay [expr $clk_period * $clk_io_pct] -clock clk0 [all_outputs]
```
`/design/flow/design.v`:
```
module updown_counter (
  input             clk,
  input             rst_n,
  input             en,
  input             m,
  input             load,
  input      [7:0]  data_in,
  output reg [7:0]  count
);
always @(posedge clk or negedge rst_n) begin
  if (!rst_n) begin
    count <= 8'd0;
  end else if (load) begin
    count <= data_in;
  end else if (en) begin
    if (m == 1'b0) begin
      count <= count + 1'b1;
    end else begin
      count <= count - 1'b1;
    end
  end
end
endmodule
```
==> reports/metrics.yaml <==
core_um2: 3420
cts_made_buffers: 3
switching_share_pct: 32.7
lay_top_cells: "clkdlybuf4s50_1 (20), dfrtp_1 (8), o21ai_0 (7), nand2_1 (7), a21oi_1 (7)"
ctsHoldBuffers: 0
cp.arrival_ps: 2860
critPathLaunchType: "input port"
die_w_um: 80
cts_buffer_depth: 2
top_area_cell: "dfrtp_1"
path_cells: "clkdlybuf4s50_1 -> ha_1 -> a211oi_1 -> nor3_1 -> or3_1 -> a21oi_1 -> and3b_1"
p_clk_share_pct: 20.6
p_sw_mw: 0.109
fin_total_pwr_mw: 0.334
utilization_pct: 28.3
yosys-stat-cells: 82
p_int_mw: 0.225
tritoncts: "built"
fin_crit_sh_pct: 73.5
cp-end-kind: "register"
tool_warnings: 25
drt_wl_total_mm: 1.79
clkTransAtPathRegs_ps: 60
reg2reg_depth: 6
hpwl_mm: 1.42
h-tree-depth: 1
async_flop_share_pct: 100
rsz0062_at_grt: "no"
path_class: "input port to register"
dr_total_vias: 684
area_growth_pct: 37.1
p_leak_nw: 0.394
largest_register: "count"
die-area_um2: 6400
largestRegisters: "count (8)"
top_area_share_pct: 28.4
seq_power_share_pct: 34.1
yosysWarnings: 1
place_congestion: 0.836
hold_ws_ps: 557
port-buffer-count: 20
synthesis.area_um2: 704
cts_root_buf: "clkbuf_4"
grtUsageMet3_pct: 2.61
drt-vias-per-instance: 4.62
synthFlopType: "dfrtp_1"
drc: 0
min_path_cells: 1
drive_above_1_share_pct: 6.86
synth-seq-cells: 8
hp-class: "register to register"
rows: 21
antenna_cells: 0
setup_tns_ps: 0
largest_reg_flops: 8
final_antenna_net_count: 0
post_cts_resized: 0
final_common_cell: "clkdlybuf4s50_1"
wl_per_cell_um: 12.1
ys_seq_share_pct: 28.4
grt_max_degree: 20
io_pins: 21
top_cells_by_area: "dfrtp_1 (28%), ha_1 (11%), a21oi_1 (5.0%), o21ai_0 (5.0%), nand2_1 (3.7%)"
use_met2_pct: 9.23
fin_crit_ps: 2720
clock-sinks: 8
cp_max_fo: 8
hold_viol: 0
status: "completed"
drt_iter0_drc: 41
setup_violations: 0
busiest_layer: "met2"
pwr-share-comb_pct: 45.3
grt_pass1_wl_mm: 3.07
grtUsageMet1_pct: 7.41
grt-ovfl-total: 0
fmax_mhz: 368
slew_viol_final: 0
antenna_found_initial: 0
fp_util_pct: 20.6
synthCells: 82
crit_required_ps: 3850
clkLatencyLatePin_ps: 260
grt_usage_pct: 5.88
dr.pass1.iters: 4
max_cap_viol_count: 0
cts_setup_buffers: 0
power.density_nw_per_um2: 346
slowest_stage: "clkdlybuf4s50_1"
rr_startpoint: "count[1]"
n_fill_cell: 386
irDropWorstVdd_v: 0.000144
relSlewSlack_pct: 60.6
synth_cell_types: 32
holdPathEnd: "count[5]"
reg2reg_slack_ps: 1750
finClkSkew_ps: 2.00
max_stage_delay_ps: 670
worst_pin_slew_ps: 589
die_y_um: 80
yosys_area_um2: 704
synth-edff-count: 0
reg2reg_to: "count[7]"
syn_avg_cell_area_um2: 8.59
grt_pass1_vias: 712
min-delay-start: "count[5]"
-- kinds of logic after synthesis --
family	Yosys count	share of synthesized area (%)
AOI/OAI and AO/OA	26	23.8
and+or+nand+nor	28	21.0
buffers and inverters	8	6.04
xor gates and xnor gates	1	1.24
DFF	8	28.4
adders and majority gates	7	13.5
muxes	4	6.04
-- power by group through the flow --
stage	combinational [mW]	clock (mW)	sequential, mW
after CTS	0.153	0.0725	0.114
after global routing	0.172	0.0775	0.117
final	0.151	0.0690	0.114
-- worst max-delay path, delay by kind of cell --
family | cells | cell delay, ps
compound gates | 2 | 460
buf+inv | 1 | 670
fa+ha+maj | 1 | 310
simple gates | 3 | 690
-- Yosys cell counts (2+ instances only) --
cell type	count
a211oi_1	2
o21ai_0	7
ha_1	6
dfrtp_1	8
inv_1	4
nor3_1	3
or3_1	3
nand3_1	2
nand3b_1	2
nand2_1	7
a2bb2oi_1	2
nor2_1	4
o21a_1	2
a21oi_1	7
mux2i_1	2
nor2b_1	3
clkbuf_1	2
mux2_2	2
-- metrics by stage --
| step | instance area [um^2] | instances | setup WS (ps) |
|---|---|---|---|
| floorplan | 704 | 82 | 1490 |
| global placement | 943 | 145 | 743 |
| finish | 966 | 148 | 982 |
| detailed placement | 943 | 145 | 728 |
| CTS | 966 | 148 | 975 |
| global route | 966 | 148 | 847 |
-- worst max path at each step --
stage,start,to,cells past startpoint
CTS,m,count[7],7
global route,m,count[7],7
finish,m,count[7],7
-- metal layers --
metal / vias to the layer above / routed length [um]
met5: - / 0
met4: 0 / 13
met3: 2 / 149
li1: 340 / -
met1: 324 / 842
met2: 18 / 788
-- area by class of cell --
| class | count | area (um^2) | area share (%) |
|---|---|---|---|
| Sequential cell | 8 | 200 | 20.7 |
| Inverter | 5 | 23.8 | 2.46 |
| Tap cell | 46 | 57.6 | 5.96 |
| Timing Repair Buffer | 20 | 200 | 20.7 |
| Multi-Input combinational cell | 66 | 462 | 47.8 |
| Clock buffer | 3 | 22.5 | 2.33 |
Power is estimated from default activity; no workload was simulated.
